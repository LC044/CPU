## design.v

```verilog
module gpr(a,b,clock,reg_write,num_write,rs,rt,data_write);
output [31:0] a;  
output [31:0] b;
input clock;
input reg_write;
input [4:0] rs;  
input [4:0] rt;  
input [4:0] num_write;  
input [31:0] data_write;  
reg [31:0] gp_registers[31:0];
always @(posedge clock) 
    begin
    if(reg_write)
        gp_registers[num_write] <= data_write;
    gp_registers[0] <= 0;
    end
assign a = gp_registers[rs];
assign b = gp_registers[rt];
endmodule
```

## run.sh

```bash
#!/bin/bash
# OpenROAD 26Q1-2900-gdf79404cd8, Yosys 0.63+post, stock flow scripts
make -C /OpenROAD-flow-scripts/flow DESIGN_CONFIG=/design/flow/config.mk WORK_HOME=/design/flow/orfs finish
```

## config.mk

```make
export PLATFORM = sky130hd
export DESIGN_NAME = gpr
export DESIGN_NICKNAME = gpr
export VERILOG_FILES = /design/flow/design.v
export SDC_FILE = /design/flow/constraint.sdc
export NUM_CORES = 4
export LEC_CHECK = 1
export CORE_UTILIZATION = 30
```

## constraint.sdc

```tcl
current_design gpr

set clk_period 7.3
set clk_io_pct 0.2

create_clock -name clk0 -period $clk_period [get_ports {clock}]

set non_clock_inputs [all_inputs -no_clocks]
set_input_delay [expr $clk_period * $clk_io_pct] -clock clk0 $non_clock_inputs
set_output_delay [expr $clk_period * $clk_io_pct] -clock clk0 [all_outputs]
```

==> results.txt <==
impl run done, here's what came out: number of buffers between clock root and the deepest sink=3, fraction of the yosys area taken by sequential cells=0.6462, number of flip-flops and latches in the synthesized netlist=approximately 1,000, register with the most flip-flops=gp_registers, share of layout cells above drive strength 1=0.2958, Leakage Power=~0.017 uW, H-tree lvl count=3, total number of vias=around 26,000, portion of the clock cycle consumed by the worst path in the final layout=0.8246, count of max-cap constraint violations=0, normalized max-slew margin=0.2611, number of antenna-violating nets in the routed design=0, Worst-path clk slew=0.06 ns, Required @ worst endpoint=5.84 ns, Final Hold Viols=0, Syn-to-layout area delta=16.06%, count of instantiated cells in the yosys netlist=2,447, number of standard-cell rows in the floorplan=roughly 140, DRC violation count after routing=0, routed wire length per instance=29.03 um, Die Span Y=394.0 um, Synth warnings=1, status=completed, buffers added on ports=112, Chip Footprint=approximately 0.16 mm^2, Inserted Clock Buffers=104, Filler Cells Inserted=13,910, Core Box Area=0.1523 mm^2, largest voltage drop on the vdd net=between 150 and 200 uV, cell area after technology mapping=0.04610 mm^2, top fanout value on the critical path=30, Clk Tree Root Cell=clkbuf_16, most numerous logic cell after layout=edfxtp_1, antenna violations before repair=8, gp weighted congestion=roughly 0.90, # IOs=113, Power, Total=12,800 uW, synthesized netlist cell count=2,447, number of flip-flops under the largest register name=992, worst path arrival time=4.56 ns, Avg Synthesized Cell Area=18.84 um^2, summed standard-cell area reported by yosys=0.04610 mm^2, Setup Fix Bufs, Post-CTS=0, Top Registers=gp_registers: 992 flops, core utilization at floorplan=0.3027, HPWL reported at the end of detailed placement=82.86 mm, measured slew at the worst slew-check pin=1.099 ns, Power per Cell Area=approximately 240 mW/mm^2, TNS Setup=0 ns, via count of the first global-routing pass=28,980, Cell variety after synth=26, Worst Setup Path Type=input port to output pin, clock sinks=992, tally of OpenROAD warnings=25, CTS tree=built, detailed-route vias per instance=roughly 5.5, global-route wire length before repair=198.7 mm, total wirelength of the detailed-routed design=136.5 mm, cells resized by post-CTS repair=0, dominant logic cell types in the final layout=edfxtp_1 (992), mux4_2 (384), a22o_1 (192), mux2i_1 (160), buf_4 (126), Die Wd=slightly below 400 um, Starting DRT DRC Count=roughly 1,600, Critical Path Start Type=input port, time the final worst path needs with I/O delays and setup=around 6 ns, DR pass1 iterations=5, final count of pins violating max slew=0, Max Clock Freq=roughly 0.17 GHz, pin count of the biggest net entering global routing=88, number of buffers added to fix hold violations after cts=0, GR Util All Layers=0.1884, final setup violation count=0, setup repair after global routing missed its margin=no, Congestion Overflow GR=0, path type of the worst min-delay path=input port to flop, sort of element at the end of the critical path=output pin
[per-layer routing]
metal	share of wire	global-route usage	vias to the layer above	wire, um
met5	0.00075	0.001539	-	103
li1	-	-	10810	-
met1	0.32	0.2046	13140	43850
met4	0.036	0.05503	16	4885
met3	0.15	0.1313	281	21090
met2	0.49	0.2958	1619	66590
[cell type report]
type	count	area [um^2]	area share
Multi-Input combinational cell	1242	15560	0.2909
Clock inverter	70	684.4	0.01279
Inverter	2	8.758	0.0001637
Clock buffer	124	2720	0.05085
Antenna cell	1	2.502	0.00004678
Sequential cell	992	29790	0.5568
Timing Repair Buffer	241	2192	0.04098
Tap cell	2030	2540	0.04748
[kinds of logic (layout without fill, tap and decap cells)]
| group | after synthesis | count (layout) | synth area share |
|---|---|---|---|
| buffers and inverters | 213 | 437 | 0.02283 |
| AND/OR/NAND/NOR | 186 | 186 | 0.02000 |
| AND-OR/OR-AND | 448 | 448 | 0.07296 |
| other | 0 | 1 | 0 |
| flip-flops | 992 | 992 | 0.6462 |
| multiplexers | 608 | 608 | 0.2380 |
[worst max-delay path: stages]
cell	delay (ns)
buf_4	0.51
buf_4	0.49
buf_4	0.50
mux2_2	0.26
a22o_1	0.11
a211oi_1	0.07
o31ai_1	0.50
clkdlybuf4s50_1	0.58
[Yosys cell counts]
library cell / n / area (um^2)
buf_2: 46 / 230.2
mux2_2: 64 / 720.7
or3_1: 1 / 6.260
o21ai_1: 64 / 320.3
inv_1: 1 / 3.750
buf_6: 14 / 157.7
mux2i_1: 160 / 1602
a211oi_1: 64 / 480.5
or3b_2: 3 / 26.28
nand3b_1: 5 / 37.54
buf_1: 10 / 37.54
clkbuf_1: 117 / 439.2
and2_1: 34 / 212.7
o31ai_1: 64 / 480.5
nor2b_1: 6 / 37.54
edfxtp_1: 992 / 29790
o22ai_1: 64 / 400.4
a22o_1: 192 / 1682
nand2_1: 67 / 251.5
nand3_1: 2 / 10.01
buf_4: 24 / 180.2
inv_2: 1 / 3.750
mux4_2: 384 / 8648
nor2_1: 34 / 127.6
and3_1: 32 / 200.2
nand2b_1: 2 / 12.51
[through the flow]
| step | utilization | cells | worst slack, ns | instance area, um^2 | hold WS, ns |
|---|---|---|---|---|---|
| floorplan | - | 2447 | 2.886 | 46100 | 1.559 |
| global placement | 0.3290 | 4507 | 1.287 | 50090 | 2.288 |
| detailed placement | 0.3290 | 4507 | 1.315 | 50090 | 2.285 |
| CTS | 0.3513 | 4701 | 1.308 | 53500 | 1.564 |
| global route | 0.3513 | 4701 | 1.128 | 53500 | 1.610 |
| finish | 0.3514 | 4702 | 1.281 | 53500 | 1.596 |
[where the power goes]
group	internal [uW]	switching (uW)
Combinational	506	645
Clock	3060	2230
Sequential	6340	26.9
[final timing paths]
check,from,endpoint,slack [ns],depth (start not counted)
max,rs[1],a[6],1.28,8
min,data_write[9],gp_registers[23][9],1.60,2
No activity file was given, so power comes from the tool's default toggle rates.
