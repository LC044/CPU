==> flow/design.v <==
module id_exe (
            input clock,
            input reset,
            input id_exe_flush,
            input mem_write_in,
            input mem_read_in,
            input reg_write_in,
            input s_i_instruction_in,
            input s_b_in,
            input [31:0] pc_4,
            input [3:0] aluop_in,
            input [4:0] rs_in,
            input [4:0] rt_in,
            input [1:0] s_data_write_in,
            input [31:0] data_1,
            input [31:0] data_2,
            input [31:0] ext_imm_in,
            input [4:0] num_write_in,
            input [1:0] s_forwardA3,
            input [1:0] s_forwardB3,
            input [1:0] s_forwardA2,
            input [1:0] s_forwardB2,
            input [5:0] op_in,
            output reg [5:0] op_out,
            output reg [1:0] s_forwardA2_out,
            output reg [1:0] s_forwardB2_out,
            output reg s_i_instruction_out,
            output reg s_b_out,
            output reg reg_write_out,
            output reg mem_write_out,
            output reg mem_read_out,
            output reg [1:0] s_forwardB3_out,
            output reg [1:0] s_forwardA3_out,
            output reg [3:0] aluop_out,
            output reg [1:0] s_data_write_out, 
            output reg [31:0] pc_4_out,
            output reg [31:0] data_1_out,
            output reg [31:0] data_2_out,
            output reg [31:0] ext_imm_out,
            output reg [4:0] num_write_out,
            output reg [4:0] rs_out,
            output reg [4:0] rt_out
               );
    always@(posedge clock,negedge reset)
        if (!reset )
            begin
                pc_4_out = {32{1'b0}};
                data_1_out = {32{1'b0}};
                data_2_out = {32{1'b0}};
                ext_imm_out = {32{1'b0}};
                num_write_out={5{1'b0}}; 
                reg_write_out=0;
                mem_write_out=0;
                s_data_write_out=2'b00;
                rs_out = 5'b00000;
                rt_out = 5'b00000;
                op_out = 0;
            end
        else if (id_exe_flush)
            begin
                mem_read_out <= 0;
                reg_write_out <= 0;
                rs_out <= {5{1'b0}};
                rt_out <= {5{1'b0}};
                pc_4_out <= {32{1'b0}};
                data_1_out <= {32{1'b0}};
                data_2_out <= {32{1'b0}};
                ext_imm_out <= {32{1'b0}};
                num_write_out <= {5{1'b0}};
                mem_write_out <= 0;
                s_i_instruction_out <= 0;
            end
        else
            begin
                mem_read_out <= mem_read_in;
                rs_out<=rs_in;
                rt_out<=rt_in;
                reg_write_out <=reg_write_in;
                s_b_out<=s_b_in;
                s_data_write_out<=s_data_write_in;
                mem_write_out<=mem_write_in;
                pc_4_out      <= pc_4;
                data_1_out    <= data_1;
                data_2_out    <= data_2;
                ext_imm_out   <= ext_imm_in;
                num_write_out <= num_write_in;
                aluop_out<=aluop_in;
                s_forwardA3_out <= s_forwardA3;
                s_forwardB3_out <= s_forwardB3;
                s_i_instruction_out <= s_i_instruction_in;
                s_forwardA2_out <= s_forwardA2;
                s_forwardB2_out <= s_forwardB2;
                op_out<=op_in;
            end
endmodule  
==> flow/run.sh <==
#!/bin/bash
# OpenROAD 26Q1-2900-gdf79404cd8, Yosys 0.63+post, stock flow scripts
make -C /OpenROAD-flow-scripts/flow DESIGN_CONFIG=/design/flow/config.mk WORK_HOME=/design/flow/orfs finish
==> flow/config.mk <==
export PLATFORM = sky130hd
export DESIGN_NAME = id_exe
export DESIGN_NICKNAME = id_exe
export VERILOG_FILES = /design/flow/design.v
export SDC_FILE = /design/flow/constraint.sdc
export NUM_CORES = 4
export LEC_CHECK = 1
export CORE_UTILIZATION = 30
==> flow/constraint.sdc <==
current_design id_exe

set clk_period 1.1
set clk_io_pct 0.2

create_clock -name clk0 -period $clk_period [get_ports {clock}]

set non_clock_inputs [all_inputs -no_clocks]
set_input_delay [expr $clk_period * $clk_io_pct] -clock clk0 $non_clock_inputs
set_output_delay [expr $clk_period * $clk_io_pct] -clock clk0 [all_outputs]
==> metrics.txt <==
# HELP chip_impl_metric Synthesis and place-and-route metrics
# TYPE chip_impl_metric gauge
chip_impl_metric{name="post_drt_wl_per_cell",unit="um"} 15.2
chip_impl_info{name="violations",value="hold timing, setup timing"} 1
chip_impl_metric{name="synth.yosys.chip_area",unit="sq um"} 5380
chip_impl_metric{name="clkLatencyLatePin",unit="ns"} 0.41
chip_impl_metric{name="period_used_share",unit=""} 1.03
chip_impl_metric{name="remaining_drc_errors",unit=""} 0
chip_impl_info{name="worst_setup_path_endpoint",value="mem_read_out"} 1
chip_impl_metric{name="path_depth",unit=""} 1
chip_impl_metric{name="netlist_area",unit="sq um"} 5380
chip_impl_metric{name="final_layout_size_suffix_gt1_frac",unit=""} 0.319
chip_impl_metric{name="die_h",unit="um"} 136
chip_impl_metric{name="critPathBufInv",unit=""} 1
chip_impl_metric{name="openroad.warnings",unit=""} 29
chip_impl_metric{name="antenna_violations_before_repair",unit=""} 0
chip_impl_metric{name="grt_pass1_vias",unit=""} 3867
chip_impl_metric{name="cts.sinks",unit=""} 168
chip_impl_metric{name="finalInstanceArea",unit="sq um"} 8980
chip_impl_metric{name="chip_area",unit="sq um"} 18500
chip_impl_metric{name="worst_reg2reg_path_depth",unit=""} 2
chip_impl_info{name="cpLargestDelayFamily",value="flip-flops"} 1
chip_impl_info{name="largest_area_cell",value="dfrtp_1"} 1
chip_impl_metric{name="yosys.stat.seqShare",unit=""} 0.795
chip_impl_metric{name="power_density",unit="nW/um^2"} 1540
chip_impl_metric{name="worst_hold_slack",unit="ns"} -0.242
chip_impl_metric{name="timing.setup.tns",unit="ns"} -0.653
chip_impl_metric{name="layout_utilization",unit=""} 0.516
chip_impl_info{name="cp-start-kind",value="register"} 1
chip_impl_metric{name="synthDistinctLibCells",unit=""} 5
chip_impl_metric{name="critPathMaxFanout",unit=""} 1
chip_impl_metric{name="io_pins",unit=""} 339
chip_impl_metric{name="fin_max_slew_vios",unit=""} 0
chip_impl_metric{name="dp_hpwl",unit="um"} 10900
chip_impl_metric{name="yosys.area.top_type_share",unit=""} 0.712
chip_impl_metric{name="pin_count_of_the_biggest_net_entering_global_routing",unit=""} 66
chip_impl_metric{name="core",unit="sq um"} 17400
chip_impl_info{name="yosys-top-cells-area",value="dfrtp_1 (71%), nor2b_1 (17%), edfxtp_1 (8.4%), mux2_2 (1.7%), buf_2 (1.6%)"} 1
chip_impl_metric{name="max_fclk",unit="MHz"} 884
chip_impl_info{name="status",value="finished, violations left"} 1
chip_impl_metric{name="hold_violations",unit=""} 40
chip_impl_metric{name="final.setup_skew",unit="ns"} 0
chip_impl_metric{name="synth_flop_count",unit=""} 168
chip_impl_metric{name="cpPeakStageDelay",unit="ns"} 0.38
chip_impl_info{name="ctsRootBufferMaster",value="clkbuf_16"} 1
chip_impl_metric{name="io_buffer_count",unit=""} 338
chip_impl_info{name="crit_chain",value="buf_2"} 1
chip_impl_metric{name="global_route.usage.total",unit=""} 0.162
chip_impl_metric{name="maximum_vdd_ir_drop",unit="uV"} 1270
chip_impl_metric{name="yosys_cells",unit=""} 341
chip_impl_info{name="tritoncts",value="built"} 1
chip_impl_info{name="holdCritPathClass",value="in2async"} 1
chip_impl_metric{name="power.total",unit="W"} 0.0139
chip_impl_metric{name="detailed_route_wire_length",unit="um"} 14300
chip_impl_info{name="reg2reg_to",value="op_out[3]"} 1
chip_impl_metric{name="routed-via-count",unit=""} 3736
chip_impl_info{name="path_class",value="reg2out"} 1
chip_impl_metric{name="finalWorstSetupSlack",unit="ns"} -0.0316
chip_impl_info{name="slowest_stage",value="edfxtp_1"} 1
chip_impl_metric{name="timing.max_cap.violations",unit=""} 0
chip_impl_metric{name="clk_pin_slew",unit="ns"} 0.06
chip_impl_info{name="critical_path.endpoint_type",value="output pin"} 1
chip_impl_metric{name="nFillCells",unit=""} 1528
chip_impl_info{name="r2r_start",value="op_out[3]"} 1
chip_impl_metric{name="diodes",unit=""} 0
chip_impl_metric{name="route.detailed.vias_per_inst",unit=""} 3.99
chip_impl_metric{name="clock_path_buffers",unit=""} 2
chip_impl_metric{name="syn2layout_area_growth",unit="%"} 66.9
chip_impl_metric{name="timing.slew.headroom",unit=""} 0.772
chip_impl_metric{name="deepest_level_of_the_cts_h_tree",unit=""} 4
chip_impl_metric{name="worst-slew-pin-transition",unit="ns"} 0.343
chip_impl_metric{name="finalCriticalPeriod",unit="ns"} 1.13
chip_impl_metric{name="total_leakage_power",unit="nW"} 4.33
chip_impl_metric{name="timing.critical_path.required",unit="ns"} 0.88
chip_impl_metric{name="setup_viol",unit=""} 67
chip_impl_metric{name="reg2reg_slack",unit="ns"} 0.24
chip_impl_metric{name="place.gp.congestion",unit=""} 0.821
chip_impl_metric{name="number_of_nets_still_failing_antenna_checks_after_routing",unit=""} 0
chip_impl_metric{name="gr-total-overflow",unit=""} 0
chip_impl_metric{name="wire_length_of_the_first_global_routing_pass",unit="um"} 21300
chip_impl_metric{name="rows",unit=""} 48
chip_impl_metric{name="cts_inserted_buffers",unit=""} 17
chip_impl_metric{name="first_pass_iters",unit=""} 3
chip_impl_metric{name="initial_core_util",unit=""} 0.309
chip_impl_metric{name="yosys_warnings",unit=""} 1
chip_impl_metric{name="placed_cell_area",unit="sq um"} 9230
chip_impl_info{name="rsz0062_at_grt",value="yes"} 1
chip_impl_metric{name="synthesis.instances",unit=""} 341
chip_impl_metric{name="drtIter0Drc",unit=""} 122
chip_impl_metric{name="arrival",unit="ns"} 0.91
chip_impl_metric{name="die_width",unit="um"} 136
chip_impl_info{name="critical_path.startpoint",value="mem_read_out"} 1
chip_impl_metric{name="post_synth.cell_area_avg",unit="sq um"} 15.8
flip-flops by register name (all words and copies together), names as in the netlist:
name	cells
reg_write_out	1
s_forwardA2_out	2
op_out	6
ext_imm_out	32
num_write_out	5
data_1_out	32
rs_out	5
s_data_write_out	2
s_i_instruction_out	1
aluop_out	4
mem_read_out	1
mem_write_out	1
s_forwardA3_out	2
s_forwardB3_out	2
s_b_out	1
s_forwardB2_out	2
data_2_out	32
pc_4_out	32
rt_out	5
metal layers:
layer / vias to the layer above / GRT usage / wire (um)
met2: 213 / 0.254 / 6810
met5: - / 0 / 0
met1: 1748 / 0.212 / 5260
met3: 11 / 0.0790 / 2010
met4: 0 / 0.0222 / 183
li1: 1764 / - / -
worst min path at each step:
stage | startpoint | slack, ns | depth (start not counted) | end
CTS | reset | -0.25 | 2 | pc_4_out[14]
global route | reset | -0.25 | 2 | pc_4_out[5]
finish | reset | -0.24 | 2 | rs_out[4]
Yosys cell counts:
cell type	number
dfrtp_1	153
nor2b_1	148
buf_2	17
edfxtp_1	15
mux2_2	8
timing repair:
item | CTS | global route
setup endpoints to repair | 168 | 168
endpoints found under the hold margin | 40 | 40
resized | 531 | 0
buffers inserted | 0 | 1
per-stage QoR:
stage	cells	worst slack, ns
after global routing	936	-0.109
after detailed placement	904	0.0267
after floorplan	341	0.00776
final	936	-0.0316
after global placement	904	0.0319
after CTS	935	-0.0792
report_power, final:
part           switching, W  leakage, nW  internal, W
combinational      0.000434         1.95     0.000988
sequential        0.0000831         2.10      0.00659
clock               0.00242        0.277      0.00334
cells by family after synthesis:
| kind of cell | count (synthesis) | share of synthesized area |
|---|---|---|
| flops | 168 | 0.795 |
| mux | 8 | 0.0167 |
| buf+inv | 17 | 0.0158 |
| simple gates | 148 | 0.172 |
layout make-up:
class	instances	area, sq um	area share
timing repair buffer	356	2810	0.313
clock inverter	11	113	0.0125
tap	225	282	0.0314
sequential	168	4280	0.477
multi-input combinational	156	1020	0.114
clock buffer	20	468	0.0521
placed cells by master, fill, tap and decap left out, drive strengths merged:
cell	n
nor2b	148
buf	188
inv	4
clkinvlp	3
bufinv	1
edfxtp	15
mux2	8
clkbuf	20
clkinv	3
clkdlybuf4s50	168
dfrtp	153
Power figures rest on the tool's default switching activity, not on a simulated workload.
